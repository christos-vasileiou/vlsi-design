<file path="design/flow/config.mk">
export PLATFORM = sky130hd
export DESIGN_NAME = MAIN_FSM
export DESIGN_NICKNAME = MAIN_FSM
export VERILOG_FILES = /design/flow/design.v
export SDC_FILE = /design/flow/constraint.sdc
export NUM_CORES = 4
export LEC_CHECK = 1
export CORE_AREA = 10 10 70 70
export DIE_AREA = 0 0 80 80
</file>
<file path="design/flow/constraint.sdc">
current_design MAIN_FSM

set clk_period 1.7
set clk_io_pct 0.2

create_clock -name clk0 -period $clk_period [get_ports {clk}]

set non_clock_inputs [all_inputs -no_clocks]
set_input_delay [expr $clk_period * $clk_io_pct] -clock clk0 $non_clock_inputs
set_output_delay [expr $clk_period * $clk_io_pct] -clock clk0 [all_outputs]
</file>
<file path="design/flow/design.v">
module MAIN_FSM(
    input clk, reset, start,
    input i_data_received, i_finished, i_done, 
    output reg o_load, o_process, o_send
  );
  reg [2:0] main_state;
  always @(posedge clk)
  begin
    if (reset)
    begin
      main_state <= 3'b000;
      o_load <= 0;
      o_process <= 0;
      o_send <= 0;
    end
    else 
    begin
      case (main_state)
        3'b000: begin
          if (start)
          begin
            main_state <= 3'b001;
            o_load <= 1;
          end
        end
        3'b001: begin
          if (i_data_received)
          begin
            main_state <= 3'b011;
            o_process <= 1;
            o_load <= 0;
          end
        end
        3'b011: begin
          if (i_finished)
          begin
            main_state <= 3'b010;
            o_process <= 0;
            o_send <= 1;
          end
        end
        3'b010: begin
          if (i_done)
          begin  
            main_state <= 3'b000;
            o_send <= 0;
          end
        end  
        default: begin
          main_state <= main_state;
          o_process <= 0;
          o_load <= 0;
          o_send <= 0;
        end
      endcase    
    end
  end  
endmodule
module ENCR_FSM(
    input clk, reset,
    input i_process,
    input i_byte_subs,
    input i_shift_rows,
    input i_mix_columns,
    input i_key_addition,
    input i_initial_key_ready,
    input i_round_key_ready,
    output reg [3:0] round_cnt,   
    output reg o_finished, 
    output reg o_add,
    output reg o_substitute,
    output reg o_shift_rows,
    output reg o_mix_columns,
    output reg o_calc_init_round_key,
    output reg o_calc_round_key
  );
  reg [2:0] encr_state;
  always@(posedge clk)
  begin
    if (reset)
    begin
      encr_state <= 3'b000;
      round_cnt <= -1;
      o_finished <= 1'b0;
      o_substitute <= 1'b0;
      o_add <= 1'b0;
      o_shift_rows <= 1'b0;
      o_mix_columns <= 1'b0;
      o_calc_round_key <= 1'b0;
      o_calc_init_round_key <= 1'b0;
    end
    else 
    begin
      case (encr_state)
        3'b000: begin
          if (i_process & i_key_addition == 1'b1)
          begin
            encr_state <= 3'b001;  
            round_cnt <= round_cnt + 1;
            o_add <= 1'b1;
            o_calc_init_round_key <= 1;
          end
        end
        3'b001: begin
          if (round_cnt == 4'b1010 & i_byte_subs == 1'b1)
          begin
            o_finished <= 1'b1;
            encr_state <= 3'b000;
            o_calc_init_round_key <= 1'b0;
            o_calc_round_key <= 1'b0;
            o_add <= 1'b0;
          end
          else if (i_byte_subs)
          begin
            o_calc_init_round_key <= 1'b0;
            o_calc_round_key <= 1'b0;
            encr_state <= 3'b011;
            o_add <= 1'b0;
            o_substitute <= 1'b1;
          end
        end
        3'b011: begin
          if (i_shift_rows)
          begin
            encr_state <= 3'b010;
            o_substitute <= 1'b0;
            o_shift_rows <= 1'b1;
          end
        end
        3'b010: begin
          if (i_mix_columns)
          begin
            encr_state <= 3'b110;
            o_shift_rows <= 1'b0;
            o_mix_columns <= 1'b1;
          end
        end
        3'b110: begin
          if (i_initial_key_ready & i_key_addition == 1'b1)
          begin
            o_calc_round_key <= 1'b1;
            encr_state <= 3'b001;
            round_cnt <= round_cnt + 1;
            o_mix_columns <= 1'b0;
            o_add <= 1'b1;
          end
          else if (i_round_key_ready & i_key_addition == 1'b1)
          begin
            o_calc_round_key <= 1'b1;
            encr_state <= 3'b001;
            round_cnt <= round_cnt + 1;
            o_mix_columns <= 1'b0;
            o_add <= 1'b1;
          end 
        end
        default: begin
          encr_state <= 3'b000;
          round_cnt <= -1;
          o_finished <= 1'b0;
          o_substitute <= 1'b0;
          o_add <= 1'b0;
          o_shift_rows <= 1'b0;
          o_mix_columns <= 1'b0;
          o_calc_round_key <= 1'b0;
          o_calc_init_round_key <= 1'b0;
        end
      endcase
    end
  end
endmodule
</file>
<file path="design/flow/run.sh">
#!/bin/bash
# OpenROAD 26Q1-2900-gdf79404cd8, Yosys 0.63+post, stock flow scripts
make -C /OpenROAD-flow-scripts/flow DESIGN_CONFIG=/design/flow/config.mk WORK_HOME=/design/flow/orfs finish
</file>
==> CHANGELOG.md <==
### Physical design

* Fin Clk Skew at 0.00381 ns
* Final setup fails at 0
* Cell count after synthesis at 30
* Power Total at 0.000377 W
* Reg clk slew, reported paths at 0.05 ns
* Root buf cell: clkbuf_4
* Stage-log warning count at 25
* Top cell area share at 53.3%
* Logic family by area: AND-OR/OR-AND gates
* Syn avg cell area at 8.76 µm²
* Max Root-Sink Buffers at 2
* Worst min-delay path class: reg2reg
* Post-DRT Antenna Nets at 0
* DP HPWL at 550 µm
* AND-OR/OR-AND Cells, Area Fraction at 26.7%
* Initial drt markers at 28
* Pleak at 0.138 nW
* Port-buffer cells at 8
* Post-route clock period utilization at 82.7%
* CP max stage cell: clkdlybuf4s50_1
* Dominant cell type by area after synthesis: dfxtp_1
* CP Launch Type: register
* Chip Area, Yosys at 263 µm²
* Synth warnings at 1
* R2r startpoint: main_state[3]
* Internal power at 0.000291 W
* Via count at 254
* RSZ-0062 raised after global routing: false
* Fin. Hold Viols at 0
* Max-cap violations at 0
* Fill cells at 399
* Clk latency late pin at 0.25 ns
* WL final at 718 µm
* Global-route usage over all layers at 2.41%
* IO Count at 9
* Share of cells above drive strength 1 at 7.14%
* Worst-Margin Slew at 0.271 ns
* # rows at 21
* Maximum fanout along the worst path at 2
* Initial Util at 7.69%
* Largest net degree at the start of global routing at 8
* CTS tree: built
* Kind of critical path: reg2out
* Peak supply drop at 0.166 mV
* Final slew viol count at 0
* Simple-Gate Area Share at 15.7%
* Adder share at 0%
* Ys cells at 30
* Cts hold-fix bufs at 0
* Initial antenna violation count at 0
* Core area at 3420 µm²
* DP Cell Count at 84
* Run status: complete, no violations
* Hold wc startpoint: main_state[0]
* Switching Share at 22.8%
* Vert. Die Dim at 80 µm
* Routed len/inst at 8.16 µm
* Clock share of power at 40.1%
* Synth cell types at 9
* Min Hold Slack at 0.500 ns
* Post-synthesis sequential area ratio at 53.3%
* Top area cell types: dfxtp_1, a311oi_1, a21oi_1, a31oi_1, nand2b_1
* Rel. slew slack at 81.9%
* Synthesized registers at 7
* Register share of total power at 48.0%
* # Post-CTS Setup Buffers at 0
* Cells along the critical path: clkdlybuf4s50_1
* Min Clock Period, post-route at 1.41 ns
* Drt pass-1 iters at 4
* Total gr overflow at 0
* XOR Share, Synth at 0%
* TritonCTS buffer count at 3
* P&R area growth vs syn at 62.4%
* Critical Path RT at 1.36 ns
* Slowest stage delay, CP at 0.49 ns
* First-pass GRT wire length at 1.15 mm
* Final Instance Count excl. Fillers at 88
* CP delay by family, top: buffers and inverters
* Die W at 80 µm
* Chip area at 6400 µm²
* # H-tree levels at 1
* Worst setup path start: o_load
* Multiplexer share at 0%
* Diodes inserted at 0
* Highest clock rate at 712 MHz
* Comb pwr share at 11.9%
* Residual DRC at 0
* Gpl congestion at 0.689
* Core Util, Final at 12.5%
* Worst setup EP type: primary output
* Sw Pwr at 0.0000858 W
* Post-Synthesis Cell Area at 263 µm²
* CP bufs+invs at 1
* CTS sink cnt at 7
* Worst EP arrival at 1.07 ns
* Vias in the first global route at 226
* Setup tns final at 0 ns
* Power density over the cells at 883 nW/µm²
* Post-cts resize count at 0
* Vias per cell at 2.89
==> path summary, 6_finish.rpt <==
check | endpoint | slack, ns | cells past startpoint
max | o_load | 0.29 | 1
min | main_state[2] | 0.50 | 2
min reg2reg | main_state[2] | 0.50 | 2
max reg2reg | o_load | 0.74 | 3
==> stage by stage <==
stage	worst slack, ns	area [µm²]
5_1_grt	0.247	427
6_report	0.295	427
4_1_cts	0.277	427
3_3_place_gp	0.277	400
2_1_floorplan	0.868	263
3_5_place_dp	0.276	400
==> cell type report <==
cell class,instances,area (µm²),share of cell area (%)
well taps,46,57.6,13.5
multi-input cells,20,111,26.1
repair buffers,8,80.1,18.8
flip-flops and latches,7,140,32.8
inverters,3,11.3,2.64
clock buffers,4,26.3,6.16
==> layer usage <==
| layer | global-route usage [%] | part of all wire, % | up-vias |
|---|---|---|---|
| li1 | - | - | 133 |
| met1 | 3.48 | 52 | 108 |
| met2 | 2.09 | 30 | 13 |
| met3 | 2.84 | 18 | 0 |
| met4 | 0.176 | 0 | 0 |
| met5 | 0 | 0 | - |
==> cells in the final DEF (no fill, tap or decap), types with 3 or more instances in the layout <==
cell type	netlist	layout
dfxtp_1	7	7
a311oi_1	3	3
nand2_1	3	3
clkdlybuf4s50_1	0	8
a21oi_1	4	4
inv_1	3	3
a31oi_1	3	3
nor2_1	3	3
nand2b_1	3	3
clkbuf_4	0	3
==> cells by family after synthesis <==
group | after synthesis
AND/OR/NAND/NOR | 9
flip-flops | 7
buffers and inverters | 3
AND-OR/OR-AND | 11
==> sequential cells by signal, indices dropped and copies added (netlist names) <==
register	flops
main_state	4
o_load	1
o_process	1
o_send	1
==> synthesized netlist by cell type <==
cell type / n
o21ai_0: 1
dfxtp_1: 7
inv_1: 3
a21oi_1: 4
nand2_1: 3
nand2b_1: 3
a31oi_1: 3
a311oi_1: 3
nor2_1: 3
==> worst register-to-register path, cell delays in order (launching register included) <==
cell and delay [ns]:
dfxtp_1 0.33, nor2_1 0.16, a31oi_1 0.10, a311oi_1 0.27
==> power by group through the flow <==
stage     Clock [W]  Combinational (W)  Sequential, W
6_report   0.000151          0.0000449       0.000181
4_1_cts    0.000157          0.0000451       0.000181
5_1_grt    0.000171          0.0000503       0.000182
Power figures rest on the tool's default switching activity, not on a simulated workload.
